==> ./run.sh <==
#!/bin/bash
# OpenROAD 26Q1-2900-gdf79404cd8, Yosys 0.63+post, stock flow scripts
make -C /OpenROAD-flow-scripts/flow DESIGN_CONFIG=/design/flow/config.mk WORK_HOME=/design/flow/orfs finish
==> ./config.mk <==
export PLATFORM = sky130hd
export DESIGN_NAME = Traffic_Light_controller
export DESIGN_NICKNAME = Traffic_Light_controller
export VERILOG_FILES = /design/flow/design.v
export SDC_FILE = /design/flow/constraint.sdc
export NUM_CORES = 4
export LEC_CHECK = 1
export CORE_UTILIZATION = 40
==> ./constraint.sdc <==
current_design Traffic_Light_controller

set clk_period 4.3
set clk_io_pct 0.2

create_clock -name clk0 -period $clk_period [get_ports {clk}]

set non_clock_inputs [all_inputs -no_clocks]
set_input_delay [expr $clk_period * $clk_io_pct] -clock clk0 $non_clock_inputs
set_output_delay [expr $clk_period * $clk_io_pct] -clock clk0 [all_outputs]
==> ./design.v <==
module Traffic_Light_controller(
	input clk,rst,
	output reg [2:0]light_D0,
	output reg [2:0]light_D1,
	output reg [2:0]light_D2,
	output reg [2:0]light_D3,
	output reg [2:0]light_D4,
	output reg [2:0]light_D5,
	output reg [2:0]light_D6,
	output reg [2:0]light_D7,
	output reg [2:0]light_D8,
	output reg [2:0]light_D9
	);
	reg [25:0] clkdiv=26'd0; 
   always @(posedge clk) 
   begin 
       clkdiv=clkdiv+1;
	end
	parameter S0=0, S1=1, S2=2, S3=3, S4=4, S5=5, S6=6, S7=7,S8=8, S9=9, S10=10, S11=11;
	reg [3:0]count;
	reg[3:0] ps;
	parameter sec7=7,sec5=5,sec2=2,sec3=3;
	always@(posedge clkdiv[23] or posedge rst)                     
		begin
		if(rst==1)
		begin
		ps<=S0;
		count<=0;
		end
		else
			case(ps)
 				S0:if(count<sec7)
						begin
						ps<=S0;
						count<=count+1;
						end
					else
						begin
						ps<=S1;
						count<=0;
						end				
				S1:if(count<sec2)
						begin
						ps<=S1;
						count<=count+1;
						end
					else
						begin
						ps<=S2;
						count<=0;
						end
				S2:if(count<sec5)
						begin
						ps<=S2;
						count<=count+1;
						end
					else
						begin
						ps<=S3;
						count<=0;
						end
				S3:if(count<sec2)
						begin
						ps<=S3;
						count<=count+1;
						end
					else
						begin
						ps<=S4;
						count<=0;
						end
				S4:if(count<sec7)
						begin
						ps<=S4;
						count<=count+1;
						end
					else
						begin
						ps<=S5;
						count<=0;
						end
				S5:if(count<sec2)
						begin
						ps<=S5;
						count<=count+1;
						end
					else
						begin
						ps<=S6;
						count<=0;
						end
				S6:if(count<sec5)
						begin
						ps<=S6;
						count<=count+1;
						end
					else
						begin
						ps<=S7;
						count<=0;
						end
				S7:if(count<sec3)
						begin
						ps<=S7;
						count<=count+1;
						end
					else
						begin
						ps<=S8;
						count<=0;
						end
       				S8:if(count<sec5)
						begin
						ps<=S8;
						count<=count+1;
						end
					else
						begin
						ps<=S9;
						count<=0;
						end
				S9:if(count<sec3)
						begin
						ps<=S9;
						count<=count+1;
						end
					else
						begin
						ps<=S10;
						count<=0;
						end
				S10:if(count<sec7)
						begin
						ps<=S10;
						count<=count+1;
						end
					else
						begin
						ps<=S11;
						count<=0;
						end
				S11:if(count<sec3)
						begin
						ps<=S11;
						count<=count+1;
						end
					else
						begin
						ps<=S0;
						count<=0;
						end
				default:ps<=S0;
				endcase
			end
			always@(ps)              
			begin
				case(ps)
					S0:
					begin
						light_D0<=3'b001;
						light_D1<=3'b100;
						light_D2<=3'b100;
						light_D3<=3'b100;
						light_D4<=3'b001;
						light_D5<=3'b100;
						light_D6<=3'b100;
						light_D7<=3'b001;
						light_D8<=3'b100;
						light_D9<=3'b100;
					end					
					S1:
					begin
						light_D0<=3'b010;
						light_D1<=3'b100;
						light_D2<=3'b100;
						light_D3<=3'b100;
						light_D4<=3'b001;
						light_D5<=3'b100;
						light_D6<=3'b100;
						light_D7<=3'b001;
						light_D8<=3'b100;
						light_D9<=3'b100;
					end
					S2:
					begin
						light_D0<=3'b100;
						light_D1<=3'b100;
						light_D2<=3'b100;
						light_D3<=3'b100;
						light_D4<=3'b001;
						light_D5<=3'b001;
						light_D6<=3'b100;
						light_D7<=3'b001;
						light_D8<=3'b100;
						light_D9<=3'b100;
					end
					S3:
					begin
						light_D0<=3'b100;
						light_D1<=3'b100;
						light_D2<=3'b100;
						light_D3<=3'b100;
						light_D4<=3'b010;
						light_D5<=3'b001;
						light_D6<=3'b100;
						light_D7<=3'b001;
						light_D8<=3'b100;
						light_D9<=3'b100;
					end
					S4:
					begin
						light_D0<=3'b100;
						light_D1<=3'b100;
						light_D2<=3'b100;
						light_D3<=3'b001;
						light_D4<=3'b100;
						light_D5<=3'b001;
						light_D6<=3'b100;
						light_D7<=3'b001;
						light_D8<=3'b001;
						light_D9<=3'b100;
					end
					S5:
					begin
						light_D0<=3'b100;
						light_D1<=3'b100;
						light_D2<=3'b100;
						light_D3<=3'b010;
						light_D4<=3'b100;
						light_D5<=3'b001;
						light_D6<=3'b100;
						light_D7<=3'b010;
						light_D8<=3'b001;
						light_D9<=3'b100;
					end
					S6:
					begin
						light_D0<=3'b100;
						light_D1<=3'b001;
						light_D2<=3'b100;
						light_D3<=3'b100;
						light_D4<=3'b100;
						light_D5<=3'b001;
						light_D6<=3'b100;
						light_D7<=3'b100;
						light_D8<=3'b001;
						light_D9<=3'b100;
					end
					S7:
					begin
						light_D0<=3'b100;
						light_D1<=3'b010;
						light_D2<=3'b100;
						light_D3<=3'b100;
						light_D4<=3'b100;
						light_D5<=3'b001;
						light_D6<=3'b100;
						light_D7<=3'b100;
						light_D8<=3'b010;
						light_D9<=3'b100;
					end				
					S8:
					begin
						light_D0<=3'b100;
						light_D1<=3'b100;
						light_D2<=3'b001;
						light_D3<=3'b100;
						light_D4<=3'b100;
						light_D5<=3'b001;
						light_D6<=3'b001;
						light_D7<=3'b100;
						light_D8<=3'b100;
						light_D9<=3'b100;
					end				
					S9:
					begin
						light_D0<=3'b100;
						light_D1<=3'b100;
						light_D2<=3'b010;
						light_D3<=3'b100;
						light_D4<=3'b100;
						light_D5<=3'b010;
						light_D6<=3'b001;
						light_D7<=3'b100;
						light_D8<=3'b100;
						light_D9<=3'b100;
					end				
					S10:
					begin
						light_D0<=3'b100;
						light_D1<=3'b100;
						light_D2<=3'b100;
						light_D3<=3'b001;
						light_D4<=3'b100;
						light_D5<=3'b100;
						light_D6<=3'b001;
						light_D7<=3'b001;
						light_D8<=3'b100;
						light_D9<=3'b001;
					end				
                                        S11:
					begin
						light_D0<=3'b100;
						light_D1<=3'b100;
						light_D2<=3'b100;
						light_D3<=3'b010;
						light_D4<=3'b100;
						light_D5<=3'b100;
						light_D6<=3'b010;
						light_D7<=3'b001;
						light_D8<=3'b100;
						light_D9<=3'b010;
					end				
					default:
					begin
					        light_D0<=3'b010;
						light_D1<=3'b010;
						light_D2<=3'b010;
						light_D3<=3'b010;
						light_D4<=3'b010;
						light_D5<=3'b010;
						light_D6<=3'b010;
						light_D7<=3'b010;
						light_D8<=3'b010;
						light_D9<=3'b010;
					end
			    endcase
		        end
endmodule
==> results.cfg <==
; yosys + openroad results
[run_status]
run_status = finished, final reports clean

[layout]
final_cell_mix = clkdlybuf4s50_1 (31), dfxtp_1 (24), nor2_1 (20)
areaGrowthSynthToFinish_pct = 18.8
layout-drive-gt1-share_pct = 5.04
final_layout_top_logic_cell = clkdlybuf4s50_1

[placed_design]
dp_hpwl_um = 2650
place.port_buffers = 31
place.gp.congestion = 0.745

[global_route]
first_global_vias = 1356
track_usage_pct = 15.6
global_route_wire_length_before_repair_um = 6330
grt_start_max_net_pins = 27
antenna_found_initial = 0
grt.overflow.total = 0

[synthesis]
synth_warnings = 1
number_of_standard_cells_reported_by_yosys = 219
syn_area_per_cell_um2 = 8.64
synthFlopType = dfxtp_1
yosys_area_um2 = 1890
synth-async-reset-ratio_pct = 25.0
synth_cells = 219
synth.lib_cells_used.distinct = 51
enable_flop_cells = 0
yosys.stat.seqShare_pct = 36.0
synth_flop_count = 32
syn-cell-area_um2 = 1890

[critical_path]
path_cells = ha_1 -> and2_1 -> and4_1 -> nand4_1 -> xnor2_1
critical_path.endpoint_type = flip-flop
path_delay_family = simple AND/OR/NAND/NOR gates
timing.critical_path.depth = 5
timing_worst_setup_path_type = flip-flop to flip-flop
reg2regPathDepth = 5
worst-endpoint-required_ns = 4.46
cp.buffers_inverters = 0
cp_data_arrival_time_ns = 1.66
start_kind = flip-flop
critical-path-max-stage-delay_ns = 0.39
path_max_fanout = 6
critPathSlowestCell = dfxtp_1

[final_timing]
maxSlewHeadroom_pct = 45.7
achievable-frequency_mhz = 669
layout_worst_path_cycle_share_pct = 34.8
final_max_slew_viol_count = 0
max_slew.worst_pin.slew_ns = 0.815
setup_total_negative_slack_ns = 0
unconstrained_endpoints = 38
hold_violations_final = 0
setup-violations-final = 0
unclocked_regs = 8
finalWorstPathRequiredPeriod_ns = 1.49
setup_repair_after_global_routing_missed_its_margin = no
worst_clock_skew_ns = 0.000912

[clock_tree]
cts_root_buf = clkbuf_8
worst_skew_pair.late_latency_ns = 0.26
cts_hold_buf = 0
cts-buffers-inserted = 3
htreeDepth = 1
cts.repair_timing.setup_buffer_count = 0
cts_resizes = 0
clock_tree.buffer_depth = 2
cts_tree = yes
clock_transition_at_path_regs_ns = 0.08

[floorplan]
core_util_floorplan_pct = 42.6
die_area_um2 = 5010
rows = 24
die_y_um = 70.8
core_area_um2 = 4440
floorplan.io_pins = 32
die_width_um = 70.8

[job]
timing.max_cap.violations = 0
warnings = 31

[power]
total_power_after_layout_mw = 0.418
p_sw_mw = 0.0706
internal_power_mw = 0.347
ir_drop_mv = 0.192
swShare_pct = 16.9
share_comb_of_total_power_pct = 0.5
power_frac_clock_pct = 46.3
seq_power_share_pct = 53.1
power.density_nw_per_um2 = 186
static-leakage-power_nw = 0.859

[route]
post_drt_wl_per_cell_um = 12.4
via_density_per_instance = 5.21
initialDrtViolationCount = 107
final_antenna_net_count = 0
insertedDiodeCount = 0
drt-total-wl_um = 3590
drcViolationCount = 0
drt_pre_antenna_iters = 6
via_count = 1510

[min_path]
hold_depth = 1
hp-class = flip-flop to flip-flop
-- metrics by stage --
stage / worst slack, ns / cell area [um2] / hold WS [ns] / instances / utilization [%]
6_report: 2.81 / 2250 / 0.428 / 290 / 50.6
5_1_grt: 2.71 / 2250 / 0.457 / 290 / 50.6
3_5_place_dp: 2.83 / 2180 / 0.410 / 286 / 49.0
3_3_place_gp: 2.82 / 2180 / 0.411 / 286 / 49.0
2_1_floorplan: 2.87 / 1890 / 0.391 / 219 / -
4_1_cts: 2.81 / 2250 / 0.431 / 290 / 50.6
-- final timing paths --
kind / to / start / slack [ns]
worst max-delay path: clkdiv[22] / clkdiv[0] / 2.81
worst min-delay path: clkdiv[0] / clkdiv[0] / 0.43
worst max register to register: clkdiv[22] / clkdiv[0] / 2.81
worst min register to register: clkdiv[0] / clkdiv[0] / 0.43
-- kinds of logic (layout without fill, tap and decap cells) --
group / Yosys count / count (layout) / share of synthesized area [%]
multiplexers: 4 / 4 / 2.18
AND-OR/OR-AND: 35 / 35 / 13.4
adder cells (fa/ha/maj): 9 / 9 / 5.95
flip-flops: 32 / 32 / 36.0
AND/OR/NAND/NOR: 93 / 93 / 26.0
buffers and inverters: 24 / 43 / 6.34
XOR/XNOR: 22 / 22 / 10.2
-- cell type report --
class | instances | area [um2]
Inverter | 8 | 30.0
Fill cell | 404 | 2190
Clock buffer | 3 | 41.3
Sequential cell | 32 | 681
Multi-Input combinational cell | 163 | 1090
Tap cell | 52 | 65.1
Clock inverter | 1 | 30.0
Timing Repair Buffer | 31 | 310
-- synth_stat cells (all sizes together) (2+ instances only) --
cell / instances / area (um2)
o22ai: 3 / 18.8
nor4: 2 / 18.8
and3: 5 / 31.3
and2: 8 / 50.1
ha: 9 / 113
dfrtp: 8 / 200
xnor2: 18 / 158
o21ai: 11 / 55.1
mux2i: 3 / 30.0
clkbuf: 6 / 22.5
a21oi: 6 / 30.0
nor2b: 4 / 25.0
nand4: 6 / 37.5
a21o: 2 / 15.0
buf: 10 / 67.6
dfxtp: 24 / 480
nand2: 19 / 71.3
and4: 5 / 43.8
or2: 3 / 18.8
or3: 2 / 12.5
nor3: 8 / 45.0
a2111oi: 2 / 36.3
xor2: 4 / 35.0
inv: 7 / 26.3
nor2: 20 / 75.1
nand3: 7 / 35.0
-- registers in the layout, summed over array words and instances (netlist names) --
name	cells
count	4
ps	4
clkdiv	24
-- routing by layer --
layer,global-route usage [%],routed length [um]
met2,25.5,1710
met3,1.16,75
met5,0,0
met4,1.33,10
met1,24.3,1800
-- power groups by stage --
stage / sequential [mW] / clock [mW] / combinational [mW]
after CTS: 0.222 / 0.199 / 0.00238
after global routing: 0.222 / 0.208 / 0.00288
final: 0.222 / 0.194 / 0.00224
Power is estimated from default activity; no workload was simulated.
